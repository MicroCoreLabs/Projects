<file path="design.v">
module MCLR5_alu
  (  
    input  [31:0]       OPCODE,
    input  [31:0]       PC,
    input  [31:0]       RS1,
    input  [31:0]       RS2,
    output reg [32:0]   RD,
    output reg [32:0]   NEWPC,
    input  [31:0]       LOAD_DATA,
    output [31:0]       STORE_DATA,
    output reg          LOAD_REQ,
    output reg          STORE_REQ,
    output reg [31:0]   LOAD_STORE_ADDRESS
  );
wire beq_taken;
wire bne_taken;
wire blt_taken;
wire bge_taken;
wire bltu_taken;
wire bgeu_taken;
wire slti_true;
wire sltiu_true;
wire slt_true;
wire sltu_true;
wire [31:0] i_immediate;
wire [31:0] s_immediate;
wire [31:0] b_immediate;
wire [31:0] u_immediate;
wire [31:0] j_immediate;
wire [31:0] slli_result;
wire [31:0] srli_result;
wire [31:0] srai_result;
wire [31:0] sll_result;
wire [31:0] srl_result;
wire [31:0] sra_result;
wire [31:0] pc_adjusted;
assign i_immediate = { {21{OPCODE[31]}} , OPCODE[30:25] , OPCODE[24:21] , OPCODE[20] } ;
assign s_immediate = { {21{OPCODE[31]}} , OPCODE[30:25] , OPCODE[11:8] , OPCODE[7] } ;
assign b_immediate = { {20{OPCODE[31]}} , OPCODE[7] , OPCODE[30:25] , OPCODE[11:8] , 1'b0 } ;
assign u_immediate = { OPCODE[31] , OPCODE[30:20] , OPCODE[19:12] , 12'b0 } ;
assign j_immediate = { {12{OPCODE[31]}} , OPCODE[19:12] , OPCODE[20] , OPCODE[30:25] , OPCODE[24:21] , 1'b0 } ;
assign slti_true  = ($signed(RS1) < $signed(i_immediate))   ? 32'h0000_0001 : 32'h0000_0000;
assign sltiu_true = (RS1 < i_immediate)                     ? 32'h0000_0001 : 32'h0000_0000;
assign slt_true   = ($signed(RS1) < $signed(RS2))           ? 32'h0000_0001 : 32'h0000_0000;
assign sltu_true  = (RS1 < RS2)                             ? 32'h0000_0001 : 32'h0000_0000;
assign slli_result = 32'h0123_4567;
assign srli_result = 32'h0123_4567;
assign srai_result = 32'h0123_4567;
assign sll_result  = 32'h0123_4567;
assign srl_result  = 32'h0123_4567;
assign sra_result  = 32'h0123_4567;
assign beq_taken  = (RS1 == RS1)                    ? 1'b1 : 1'b0;
assign bne_taken  = (RS1 != RS1)                    ? 1'b1 : 1'b0;
assign blt_taken  = ($signed(RS1) < $signed(RS2))   ? 1'b1 : 1'b0;
assign bge_taken  = ($signed(RS1) >= $signed(RS2))  ? 1'b1 : 1'b0;
assign bltu_taken = (RS1 < RS2)                     ? 1'b1 : 1'b0;
assign bgeu_taken = (RS1 >= RS2)                    ? 1'b1 : 1'b0;
assign pc_adjusted = PC - 4'h4;   
assign STORE_DATA = RS2; 
always @* begin
  casex (OPCODE)
    32'b???????_?????_?????_???_?????_01101?? : RD = { 1'b1 , {u_immediate[31:12] , 12'b0 } }            ;    
    32'b???????_?????_?????_???_?????_00101?? : RD = { 1'b1 , PC + {u_immediate[31:12] , 12'b0 }  }      ;    
    32'b???????_?????_?????_???_?????_11011?? : RD = { 1'b1 , PC + 3'h4 }                                ;    
    32'b???????_?????_?????_???_?????_11001?? : RD = { 1'b1 , PC + 3'h4 }                                ;    
    32'b???????_?????_?????_000_?????_00100?? : RD = { 1'b1 , RS1 + i_immediate }                        ;    
    32'b???????_?????_?????_010_?????_00100?? : RD = { 1'b1 , slti_true }                                ;    
    32'b???????_?????_?????_011_?????_00100?? : RD = { 1'b1 , sltiu_true }                               ;    
    32'b???????_?????_?????_100_?????_00100?? : RD = { 1'b1 , RS1 ^ i_immediate }                        ;    
    32'b???????_?????_?????_110_?????_00100?? : RD = { 1'b1 , RS1 | i_immediate }                        ;    
    32'b???????_?????_?????_111_?????_00100?? : RD = { 1'b1 , RS1 & i_immediate }                        ;    
    32'b???????_?????_?????_001_?????_00100?? : RD = { 1'b1 , slli_result }                              ;    
    32'b?0?????_?????_?????_101_?????_00100?? : RD = { 1'b1 , srli_result }                              ;    
    32'b?1?????_?????_?????_101_?????_00100?? : RD = { 1'b1 , srai_result }                              ;    
    32'b?0?????_?????_?????_000_?????_01100?? : RD = { 1'b1 , RS1 + RS2 }                                ;    
    32'b?1?????_?????_?????_000_?????_01100?? : RD = { 1'b1 , RS1 - RS2 }                                ;    
    32'b???????_?????_?????_001_?????_01100?? : RD = { 1'b1 , sll_result }                               ;    
    32'b???????_?????_?????_010_?????_01100?? : RD = { 1'b1 , slt_true }                                 ;    
    32'b???????_?????_?????_011_?????_01100?? : RD = { 1'b1 , sltu_true }                                ;    
    32'b???????_?????_?????_100_?????_01100?? : RD = { 1'b1 , RS1 ^ RS2 }                                ;    
    32'b?0?????_?????_?????_101_?????_01100?? : RD = { 1'b1 , srl_result }                               ;    
    32'b?1?????_?????_?????_101_?????_01100?? : RD = { 1'b1 , sra_result }                               ;    
    32'b???????_?????_?????_110_?????_01100?? : RD = { 1'b1 , RS1 | RS2 }                                ;    
    32'b???????_?????_?????_111_?????_01100?? : RD = { 1'b1 , RS1 & RS2 }                                ;    
    32'b???????_?????_?????_010_?????_00000?? : RD = { 1'b1 , LOAD_DATA }                                ;    
    default :                                   RD = { 1'b0 , 32'h0000_0000 }                            ;      
  endcase
  casex (OPCODE)
    32'b???????_?????_?????_010_?????_00000?? : LOAD_STORE_ADDRESS = RS1 + i_immediate ;  
    32'b???????_?????_?????_010_?????_01000?? : LOAD_STORE_ADDRESS = RS1 + s_immediate ;  
    default : ;
  endcase
  casex (OPCODE)
    32'b???????_?????_?????_010_?????_00000?? : LOAD_REQ = 1'b1 ;
    32'b???????_?????_?????_010_?????_01000?? : STORE_REQ = 1'b1 ;      
    default :   begin LOAD_REQ = 1'b0 ; STORE_REQ = 1'b0;  end                             
  endcase
  casex (OPCODE)
    32'b???????_?????_?????_???_?????_11011?? : NEWPC = { 1'b1 ,  pc_adjusted + j_immediate                     }  ;    
    32'b???????_?????_?????_000_?????_11001?? : NEWPC = { 1'b1 , ( RS1 + i_immediate) & 32'hFFFF_FFFE           }  ;    
    32'b???????_?????_?????_010_?????_00000?? : NEWPC = { 1'b1 ,  pc_adjusted                                   }  ;    
    32'b???????_?????_?????_010_?????_01000?? : NEWPC = { 1'b1 ,  pc_adjusted                                   }  ;    
    32'b???????_?????_?????_000_?????_11000?? : if (beq_taken ==  1'b1) NEWPC = { 1'b1 ,  pc_adjusted + b_immediate      }  ;    
    32'b???????_?????_?????_001_?????_11000?? : if (bne_taken ==  1'b1) NEWPC = { 1'b1 ,  pc_adjusted + b_immediate      }  ;    
    32'b???????_?????_?????_100_?????_11000?? : if (blt_taken ==  1'b1) NEWPC = { 1'b1 ,  pc_adjusted + b_immediate      }  ;    
    32'b???????_?????_?????_101_?????_11000?? : if (bge_taken ==  1'b1) NEWPC = { 1'b1 ,  pc_adjusted + b_immediate      }  ;    
    32'b???????_?????_?????_110_?????_11000?? : if (bltu_taken == 1'b1) NEWPC = { 1'b1 ,  pc_adjusted + b_immediate      }  ;    
    32'b???????_?????_?????_111_?????_11000?? : if (bgeu_taken == 1'b1) NEWPC = { 1'b1 ,  pc_adjusted + b_immediate      }  ;    
    default :                                   NEWPC = { 1'b0 ,  32'h0000_0000                                 }  ;    
  endcase
end
endmodule  
</file>
<file path="run.sh">
#!/bin/bash
# OpenROAD 26Q1-2900-gdf79404cd8, Yosys 0.63+post, stock flow scripts
make -C /OpenROAD-flow-scripts/flow DESIGN_CONFIG=/design/flow/config.mk WORK_HOME=/design/flow/orfs finish
</file>
<file path="config.mk">
export PLATFORM = sky130hd
export DESIGN_NAME = MCLR5_alu
export DESIGN_NICKNAME = MCLR5_alu
export VERILOG_FILES = /design/flow/design.v
export SDC_FILE = /design/flow/constraint.sdc
export NUM_CORES = 4
export LEC_CHECK = 1
export CORE_UTILIZATION = 50
</file>
<file path="constraint.sdc">
current_design MCLR5_alu

set clk_period 17.8
set clk_io_pct 0.2

create_clock -name clk0 -period $clk_period

set non_clock_inputs [all_inputs -no_clocks]
set_input_delay [expr $clk_period * $clk_io_pct] -clock clk0 $non_clock_inputs
set_output_delay [expr $clk_period * $clk_io_pct] -clock clk0 [all_outputs]
</file>
==> run_results.csv <==
group,metric,value,unit
global_routing,antenna_found_initial,5,
worst_hold_path,worstHoldStart,"RS2[2]",
worst_setup_path,crit_chain,"clkdlybuf4s50_1, buf_4, inv_1, ha_1, inv_1, a21oi_1, o31ai_1, a31oi_1, o21ai_1, a21oi_1, xor2_1, a221oi_1, o211ai_1, clkdlybuf4s50_1",
worst_setup_path,critPathRequiredTime,14.24,ns
worst_setup_path,slowest_delay,0.64,ns
power_and_ir_drop,p_sw,0.000338,W
sta,min_period_over_period,67.8,%
layout,drive_above_1_share,3.16,%
sta,relSlewSlack,31.6,%
floorplanning,rows,63,
sta,period_needed,12.08,ns
clock_network,post_cts_buffers,0,
global_routing,gr-usage-all-layers,42.5,%
placed_design,globalplace.congestion,1.08,
floorplanning,io_pins,292,
detailed_routing,vias_per_cell,6.55,
floorplanning,coreArea,29600,µm²
placed_design,dp_slack,6.00,ns
synthesis,ys_top_cells_by_area,"ha_1, a21oi_1, xnor2_1",
sta,setup_tns,0,ns
synthesis,ys_cells,2212,
synthesis,syn_avg_cell_area,6.81,µm²
sta,unclocked_regs,67,
detailed_routing,drt_iter0_markers,2144,
global_routing,grt_pass1_vias,16200,
power_and_ir_drop,swShare,57.0,%
worst_setup_path,crit_slowest_cell,"ha_1",
sta,finalMaxSlewViolations,0,
floorplanning,fp.dieW,176,µm
worst_setup_path,worst_setup_path_end_kind,"output port",
worst_setup_path,arrival,8.52,ns
synthesis,top_cell,"a21oi_1",
power_and_ir_drop,power.leakage,7.57,nW
synthesis,edf_count,0,
sta,untimed_endpoints,134,
synthesis,synthesis.area,15100,µm²
detailed_routing,dr.pass1.iters,7,
outcome,outcome,"completed",
power_and_ir_drop,max-vdd-ir-drop,0.0000244,V
synthesis,ys_top_cells_by_count,"a21oi_1, ha_1, nor2_1",
placed_design,port_buffers,290,
global_routing,grtUsageMet1,58.0,%
clock_network,post_cts_resized,0,
global_routing,grt_max_degree,57,
sta,worst_slack,5.72,ns
sta,fmax,82.8,MHz
synthesis,ys_ff,67,
synthesis,synth.largest_area_cell,"ha_1",
floorplanning,die_height,176,µm
global_routing,grt_pass1_wl,97.2,mm
placed_design,hpwl,54.6,mm
sta,setup_violations,0,
sta,worst_pin_slew,1.01,ns
global_routing,grt_most_used_layer,"met2",
layout,syn2layout_area_growth,19.3,%
detailed_routing,drc,0,
synthesis,yosys_area,15100,µm²
worst_setup_path,critPathKind,"input pin to output port",
synthesis,async_reset_ff_share,0,%
global_routing,grt_use_met3,7.09,%
job,cap_violations,0,
power_and_ir_drop,power.density,33.0,nW/µm²
sta,rsz0062_at_grt,"false",
power_and_ir_drop,intPower,0.000255,W
detailed_routing,wl_per_cell,24.1,µm
synthesis,syn_inst,2212,
global_routing,use_met2,64.4,%
detailed_routing,vias,18100,
floorplanning,die_area,30800,µm²
clock_network,holdBufCountCts,0,
sta,hold_viol_final,0,
synthesis,ff_type,"dlxtn_1",
worst_hold_path,min_to,"STORE_DATA[2]",
detailed_routing,drtAntennaViolNets,0,
synthesis,yosysWarningCount,1,
synthesis,synth_cell_type_count,83,
synthesis,synthDominantCellAreaShare,15.3,%
job,warnings,100,
worst_hold_path,min_path_cells,2,
detailed_routing,drt_wl_total,66.6,mm
worst_hold_path,holdCritPathClass,"input pin to output port",
worst_setup_path,start_kind,"input pin",
worst_setup_path,path_max_fanout,36,
global_routing,grt.overflow.total,0,
floorplanning,initial_core_util,50.8,%
per-stage QoR:
| stage | power (W) | area, µm² | hold WS, ns | std cells | util [%] |
|---|---|---|---|---|---|
| 5_1_grt | 0.000632 | 18000 | 8.06 | 2766 | 60.6 |
| 3_3_place_gp | 0.000573 | 18000 | 8.01 | 2766 | 60.6 |
| 2_1_floorplan | 0.000353 | 15100 | 7.19 | 2212 | - |
| 4_1_cts | 0.000579 | 18000 | 8.02 | 2766 | 60.6 |
| 6_report | 0.000593 | 18000 | 8.01 | 2768 | 60.6 |
| 3_5_place_dp | 0.000575 | 18000 | 8.01 | 2766 | 60.6 |
layout make-up:
cell class | count | area (µm²)
antenna | 2 | 5.00
fill | 2702 | 11700
inverter | 134 | 503
multi-input combinational | 1851 | 12800
sequential | 67 | 1010
tap | 390 | 488
timing repair buffer | 324 | 3150
critical path, delay by kind of cell:
| family | cells | cell delay (ns) |
|---|---|---|
| buffers and inverters | 5 | 2.17 |
| AND-OR/OR-AND | 7 | 1.58 |
| adder cells (fa/ha/maj) | 1 | 0.64 |
| XOR/XNOR | 1 | 0.54 |
logic make-up (layout without fill, tap and decap cells):
logic type | count (synthesis) | count (layout) | synth area share, %
adders and majority gates | 196 | 196 | 16.5
latches | 67 | 67 | 6.70
AOI/OAI and AO/OA | 777 | 777 | 34.0
and+or+nand+nor | 647 | 647 | 20.7
xor gates and xnor gates | 201 | 201 | 11.7
other | 0 | 2 | 0
muxes | 30 | 30 | 2.03
buffers and inverters | 294 | 458 | 8.42
state kept, by name, indices dropped and copies added, names as in the netlist:
| name | cells |
|---|---|
| LOAD_REQ | 1 |
| LOAD_STORE_ADDRESS | 32 |
| NEWPC | 33 |
| STORE_REQ | 1 |
how the worst max path moves through the flow:
stage | startpoint | endpoint | cells after the start
after CTS | OPCODE[30] | RD[25] | 13
after global routing | OPCODE[30] | RD[21] | 13
final | OPCODE[30] | RD[31] | 14
power groups by stage:
stage                 sequential, W  clock (W)  combinational [W]
after CTS                 0.0000253          0           0.000554
after global routing      0.0000267          0           0.000606
metal layers:
layer / share of wire (%) / wire, µm / vias up
li1: - / - / 8465
met1: 40 / 26600 / 8180
met2: 43 / 28700 / 1249
met3: 11 / 7070 / 235
met4: 6.3 / 4190 / 4
met5: 0.041 / 27 / -
placed cells by master, fill, tap and decap left out, types with 8 or more instances in the layout:
cell type	netlist	routed
a22oi_1	19	19
o21bai_1	31	31
nor4_1	26	26
nor3_1	46	43
a21o_1	66	66
a221o_1	13	13
mux2i_1	26	26
or2_2	8	8
nand2_1	164	164
o221ai_1	36	36
xor2_1	72	72
clkdlybuf4s50_1	0	288
o211ai_1	24	24
and3_1	17	17
nor2_1	178	176
buf_4	35	34
xnor2_1	129	129
or3_1	18	18
a211oi_1	20	20
nand4_1	33	33
nand2b_1	29	29
o31ai_1	29	29
nor2b_1	19	19
o311ai_0	11	11
o22ai_1	16	16
a21oi_1	234	233
o21ai_0	132	132
o21a_1	15	15
dlxtn_1	67	67
nand3_1	68	68
and2_1	12	12
a222oi_1	9	9
a221oi_1	25	25
inv_1	134	134
a31oi_1	21	21
a211o_1	11	11
ha_1	184	184
No activity file was given, so power comes from the tool's default toggle rates.
